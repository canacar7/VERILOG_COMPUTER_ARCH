===== design/flow/run.sh =====
#!/bin/bash
# OpenROAD 26Q1-2900-gdf79404cd8, Yosys 0.63+post, stock flow scripts
make -C /OpenROAD-flow-scripts/flow DESIGN_CONFIG=/design/flow/config.mk WORK_HOME=/design/flow/orfs finish

===== design/flow/config.mk =====
export PLATFORM = sky130hd
export DESIGN_NAME = unsigned_int_mul16
export DESIGN_NICKNAME = unsigned_int_mul16
export VERILOG_FILES = /design/flow/design.v
export SDC_FILE = /design/flow/constraint.sdc
export NUM_CORES = 4
export LEC_CHECK = 1
export CORE_UTILIZATION = 30

===== design/flow/constraint.sdc =====
current_design unsigned_int_mul16

set clk_period 59.5
set clk_io_pct 0.2

create_clock -name clk0 -period $clk_period

set non_clock_inputs [all_inputs -no_clocks]
set_input_delay [expr $clk_period * $clk_io_pct] -clock clk0 $non_clock_inputs
set_output_delay [expr $clk_period * $clk_io_pct] -clock clk0 [all_outputs]

===== design/flow/design.v =====
module unsigned_int_mul16( x,y,z);
input  [31 : 0] x,y;
output [63 : 0] z;
reg    [31 : 0] a,b;
reg    [63 : 0] z;
integer       i;
always @(*) begin
  a = x;
  b = y;
  z = 0;
  for (i = 0; i < 32; i = i + 1)   begin
        if((b & 1) == 1) begin
            z = z + a; 
        end
   a = a << 1;
   b = b >> 1;
    end	
end
endmodule

==> flow_metrics.env <==
# implementation run metrics
export IMPL_regArea_um2=0
export IMPL_crit_arrival_ps=45530
export IMPL_track_usage_pct=17.7
export IMPL_swShare_pct=51.5
export IMPL_max_stage_delay_ps=560
export IMPL_vias_per_cell=5.37
export IMPL_finalWeightedCongestion=0.961
export IMPL_dp_cells=5927
export IMPL_fp_util_pct=30.5
export IMPL_io_buffers=105
export IMPL_yosys_area_um2=31700
export IMPL_syn_to_final_growth_pct=10.3
export IMPL_final_cell_mix="ha_1, a21oi_1, nor2_1"
export IMPL_synth_cell_type_count=111
export IMPL_final_area_um2=35000
export IMPL_report_final_hold_viol_count=0
export IMPL_seq_cell_count=0
export IMPL_num_io_pins=128
export IMPL_die_h_um=327
export IMPL_min_period_over_period_pct=96.5
export IMPL_synth_warnings=1
export IMPL_routedWlPerCell_um=16.1
export IMPL_relSlewSlack_pct=35.8
export IMPL_setup_violations=0
export IMPL_cp_required_ps=47600
export IMPL_maxCapViolations=0
export IMPL_slew_violations=0
export IMPL_tightest_slew_ps=950
export IMPL_clock_fmax_mhz=17.4
export IMPL_crit_top_cell="ha_1"
export IMPL_yosys_cells=4499
export IMPL_hold_slack_ps=24510
export IMPL_grt_max_degree=49
export IMPL_nClkBuffers=0
export IMPL_worstSetupPathType="input port to primary output"
export IMPL_drt_total_wl_um=95700
export IMPL_core_um2=104000
export IMPL_fin_crit_ps=57430
export IMPL_critPathCaptureType="primary output"
export IMPL_dp_slack_ps=-119
export IMPL_p_leak_nw=15.5
export IMPL_final_antenna_net_count=0
export IMPL_power_internal_mw=29.6
export IMPL_grt_ovfl_total=0
export IMPL_synth_cells=4499
export IMPL_hold_path_class="input port to primary output"
export IMPL_syn_avg_cell_area_um2=7.06
export IMPL_yosysSeqAreaShare_pct=0
export IMPL_power_switching_mw=31.5
export IMPL_grt_pass1_vias=29100
export IMPL_die_w_um=327
export IMPL_setup_tns_ps=0
export IMPL_power_density_nw_per_um2=1740
export IMPL_place_hpwl_um=78200
export IMPL_openroad_warnings=32
export IMPL_startpoint="x[1]"
export IMPL_drtIter0Drc=1733
export IMPL_critical_path_max_fanout=6
export IMPL_antenna_found_initial=3
export IMPL_layout_setup_ws_ps=2070
export IMPL_final_common_cell="ha_1"
export IMPL_grt_first_pass_wirelength_um=154000
export IMPL_netlist_area_um2=31700
export IMPL_post_dp_cell_area_um2=34400
export IMPL_die_area_um2=107000
export IMPL_dr_total_vias=32000
export IMPL_dr_pass1_iters=5
export IMPL_peakVddDrop_mv=2.36
export IMPL_cts_hold_buffers=0
export IMPL_status="finished clean"
export IMPL_setup_worst_path_start_class="input port"
export IMPL_worstSetupEndpoint="z[39]"
export IMPL_crit_slowest_cell="or4_1"
export IMPL_remaining_drc_errors=0
export IMPL_instances_no_fill=5948
export IMPL_rows=118
export IMPL_layout_drive_gt1_share_pct=10.0
export IMPL_min_from="y[0]"
==> timing repair <==
| action | CTS | global route |
|---|---|---|
| pin swaps | 0 | 15 |
| resized | 2 | 144 |
| setup buffers | 0 | 20 |
| setup endpoints to repair | 5 | 11 |
| cloned | 0 | 0 |
==> cells in the mapped netlist, drive strengths merged, types with 15 or more instances <==
library cell,instances,area [µm²]
and2,51,323
nand3,84,425
xor2,140,1270
a211o,15,131
nor2b,84,526
mux2,160,1800
mux2i,63,631
nor3,76,413
a31oi,41,257
a41oi,18,158
o211ai,26,210
fa,30,601
clkbuf,85,319
xnor3,15,350
o21bai,67,503
o21a,126,946
buf,52,305
a211oi,58,445
or3,31,194
ha,495,6190
o31a,15,140
a21boi,38,285
nand2,349,1310
o31ai,30,230
o21ai,401,2010
inv,278,1040
a21o,173,1300
nor4,17,106
nand4,19,119
a21oi,419,2110
nor2,383,1440
or2,22,138
xnor2,305,2820
nand2b,88,551
and3,34,218
==> critical path: cells and delay by family <==
kind                       cells  cell delay [ps]
adders and majority gates     33            10410
AOI/OAI and AO/OA             46             7620
and+or+nand+nor               48             8320
buffers and inverters         11             1430
xor gates and xnor gates      19             2710
muxes                         13             3100
==> metal layers <==
metal	up-vias	wire, µm	GRT usage, %
li1	16700	-	-
met1	14600	46100	25.5
met2	614	43800	30.1
met3	77	4170	1.09
met4	2	1520	1.95
met5	-	19	0
==> area by class of cell <==
cell class,count,area [µm²]
repair buffers,183,1580
well taps,1380,1730
fillers,11000,69200
multi-input cells,4102,30700
inverters,282,1060
diodes,1,2.50
==> cell families after synthesis <==
group	count (synthesis)	synth area share [%]
adders and majority gates	529	21.5
and+or+nand+nor	1286	19.4
muxes	223	7.66
buffers and inverters	419	5.30
other	1	0.0118
AOI/OAI and AO/OA	1581	32.1
xor gates and xnor gates	460	14.0
==> how the worst min path moves through the flow <==
stage | end | slack (ps) | cells after the start
6_report | z[0] | 24510 | 3
5_1_grt | z[0] | 24570 | 3
4_1_cts | z[0] | 24870 | 4
==> through the flow <==
| stage | util [%] | total power [mW] |
|---|---|---|
| after floorplan | - | 48.9 |
| after global placement | 33.0 | 57.3 |
| after detailed placement | 33.0 | 57.7 |
| after CTS | 33.0 | 58.2 |
| after global routing | 33.6 | 67.7 |
| final | 33.6 | 61.0 |
==> power by group through the flow <==
stage	logic (mW)	clock network (mW)	registers (mW)
4_1_cts	58.2	0	0
5_1_grt	67.7	0	0
No activity file was given, so power comes from the tool's default toggle rates.
