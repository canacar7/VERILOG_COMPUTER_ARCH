===== ./run.sh =====
#!/bin/bash
# OpenROAD 26Q1-2900-gdf79404cd8, Yosys 0.63+post, stock flow scripts
make -C /OpenROAD-flow-scripts/flow DESIGN_CONFIG=/design/flow/config.mk WORK_HOME=/design/flow/orfs finish

===== ./config.mk =====
export PLATFORM = sky130hd
export DESIGN_NAME = top
export DESIGN_NICKNAME = top
export VERILOG_FILES = /design/flow/design.v
export SDC_FILE = /design/flow/constraint.sdc
export NUM_CORES = 4
export LEC_CHECK = 1
export CORE_UTILIZATION = 50

===== ./constraint.sdc =====
current_design top

set clk_period 20.1
set clk_io_pct 0.2

create_clock -name clk0 -period $clk_period

set non_clock_inputs [all_inputs -no_clocks]
set_input_delay [expr $clk_period * $clk_io_pct] -clock clk0 $non_clock_inputs
set_output_delay [expr $clk_period * $clk_io_pct] -clock clk0 [all_outputs]

===== ./design.v =====
`timescale 1ns / 1ps
module booth(A_in,M,Q_in,A_out,Q_out);
input  [7 : 0] A_in, M;
input  [8 : 0] Q_in;
output [7 : 0] A_out;
output [8 : 0] Q_out;
reg  [7 : 0] A_temp;
reg  [8 : 0] Q_temp;
wire [7 : 0] A_sum = A_in + M;
wire [7 : 0] A_sub = A_in + ~M + 1;
always @(A_in, M, Q_in,A_sum,A_sub)
begin
    case (Q_in[1 : 0])
        2'b00, 2'b11: begin
                      A_temp = {A_in[7] , A_in[7 : 1]};
                      Q_temp = {A_in[0] , Q_in[8 : 1]};
                      end 
        2'b01       : begin
                      A_temp = {A_sum[7] , A_sum[7 : 1]};
                      Q_temp = {A_sum[0] ,  Q_in[8 : 1]};
                      end      
        2'b10       : begin
                      A_temp = {A_sub[7] , A_sub[7 : 1]};
                      Q_temp = {A_sub[0] ,  Q_in[8 : 1]};
                      end 
      endcase                      
end
assign A_out = A_temp;
assign Q_out = Q_temp;
endmodule
`timescale 1ns / 1ps
module top(M,Q,Z);
input   [7 : 0] M;
input   [8 : 0] Q;
output  [15 : 0] Z;
wire [7 : 0] A_out_1,A_out_2,A_out_3,A_out_4,A_out_5,A_out_6,A_out_7,A_out_8;   
wire [8 : 0] Q_out_1,Q_out_2,Q_out_3,Q_out_4,Q_out_5,Q_out_6,Q_out_7,Q_out_8;
booth i_001 (8'b00000000,M,{Q,1'b0} ,A_out_1,Q_out_1 );
booth i_002 (A_out_1,M,Q_out_1      ,A_out_2,Q_out_2 );
booth i_003 (A_out_2,M,Q_out_2      ,A_out_3,Q_out_3 );
booth i_004 (A_out_3,M,Q_out_3      ,A_out_4,Q_out_4 );
booth i_005 (A_out_4,M,Q_out_4      ,A_out_5,Q_out_5 );
booth i_006 (A_out_5,M,Q_out_5      ,A_out_6,Q_out_6 );
booth i_007 (A_out_6,M,Q_out_6      ,A_out_7,Q_out_7 );
booth i_008 (A_out_7,M,Q_out_7      ,A_out_8,Q_out_8 );
assign Z = {A_out_8, Q_out_8[8:1]};
endmodule

==> impl_metrics.env <==
# yosys + openroad results
export IMPL_hold_viol=0
export IMPL_cp_max_fo=7
export IMPL_layout_setup_ws_ns=0.715
export IMPL_grt_max_degree=19
export IMPL_io_buffers=32
export IMPL_wl_per_cell_um=16.3
export IMPL_seqCellArea_um2=0
export IMPL_openroad_warnings=88
export IMPL_status="complete, no violations"
export IMPL_dp_cells=969
export IMPL_hp_class="input port to output port"
export IMPL_worstPathBufferInverterCount=6
export IMPL_place_ws_ns=0.00592
export IMPL_top_cells_by_area="ha_1, nor2_1, inv_1"
export IMPL_ys_area_um2=5380
export IMPL_drtPass1Iterations=5
export IMPL_tightest_slew_ns=0.665
export IMPL_vias=5807
export IMPL_yosys_area_top_type="ha_1"
export IMPL_synth_seq_share=0
export IMPL_place_gp_congestion=0.945
export IMPL_crit_top_cell="ha_1"
export IMPL_synth_distinct_cells=72
export IMPL_antenna_found_initial=0
export IMPL_synth_warnings=2
export IMPL_grt_overflow=0
export IMPL_coreArea_um2=10400
export IMPL_grt_usage=0.292
export IMPL_post_route_drc_count=0
export IMPL_end_kind="output port"
export IMPL_drive_gt1_frac=0.122
export IMPL_fmax_mhz=51.6
export IMPL_seq_cells=0
export IMPL_grt_pass1_wl_um=26000
export IMPL_p_leak_nw=3.15
export IMPL_initCoreUtil=0.519
export IMPL_drtIter0Drc=348
export IMPL_final_setup_viol_count=0
export IMPL_antenna_cells=0
export IMPL_p_per_area_nw_per_um2=67.8
export IMPL_slew_viol_final=0
export IMPL_avgViaCountPerCell=5.96
export IMPL_syn_area_per_cell_um2=6.92
export IMPL_routed_wl_um=15900
export IMPL_chip_area_um2=11200
export IMPL_die_w_um=106
export IMPL_combGateArea_um2=5080
export IMPL_synth_top_area_share=0.260
export IMPL_maxCapViolCount=0
export IMPL_clock_buffers=0
export IMPL_crit_path_top_delay_cell="clkdlybuf4s50_1"
export IMPL_grt_pass1_vias=5232
export IMPL_max_slew_margin=0.546
export IMPL_ys_cells=778
export IMPL_syn_cell_area_um2=5380
export IMPL_dieHeight_um=106
export IMPL_period_used=0.964
export IMPL_vdd_ir_drop_max_mv=0.0417
export IMPL_crit_required_ns=16.08
export IMPL_path_delay_family="AND-OR/OR-AND gates"
export IMPL_syn_inst=778
export IMPL_ioPinCount=33
export IMPL_finalNonFillerCells=975
export IMPL_rows=37
export IMPL_nFillCells=966
export IMPL_min_period_ns=19.38
export IMPL_cp_start_kind="input port"
export IMPL_area_delta_synth_final_pct=17.8
export IMPL_arrival_ns=15.36
export IMPL_worst_setup_path_type="input port to output port"
export IMPL_post_dp_hpwl_um=12600
export IMPL_drtAntennaViolNets=0
export IMPL_max_stage_delay_ns=0.55
## through the flow
stage	utilization	total power, mW	hold slack (ns)	setup TNS (ns)	cell area [um^2]
finish	0.611	0.430	8.78	0	6340
global route	0.611	0.488	8.84	-0.0286	6340
CTS	0.591	0.417	9.14	0	6130
detailed placement	0.591	0.414	9.13	0	6130
global placement	0.591	0.408	9.14	0	6130
floorplan	-	0.304	8.11	0	5380
## worst paths after layout
path  cells after the start  startpoint  slack (ns)  endpoint
max                      59        M[2]        0.72     Z[15]
min                       4        M[0]        8.78      Z[0]
## kinds of logic after synthesis
logic type / after synthesis / share of synthesized area
compound gates: 271 / 0.352
simple gates: 232 / 0.195
fa+ha+maj: 126 / 0.312
buf+inv: 117 / 0.0839
xor+xnor: 24 / 0.0391
mux: 8 / 0.0172
## synth_stat cells (7+ instances only)
library cell,n
ha_1,112
nor2_1,109
inv_1,88
a21oi_1,56
o21ai_0,53
nand2_1,47
a21o_1,31
clkbuf_1,22
nor3_1,19
o221ai_1,18
xnor2_1,18
fa_1,14
a221o_1,13
a22oi_1,13
a211oi_1,11
nand3_1,11
nand2b_1,10
o21bai_1,10
nor2b_1,9
o22ai_1,8
mux2i_1,7
## worst min-delay path: cells and delay by family
kind	cells	cell delay, ns
buffers and inverters	3	0.70
and+or+nand+nor	1	0.04
## metal layers
metal	wire length, um	track usage
met5	0	0
met2	6570	0.437
met1	8130	0.457
met4	345	0.0595
met3	803	0.0265
## cell usage in the layout, fill, tap and decap left out, types with 10 or more instances in the layout
cell	netlist	layout
a221o_1	13	13
nand3_1	11	11
o21bai_1	10	10
o221ai_1	18	17
xnor2_1	18	17
a21oi_1	56	48
nand2b_1	10	10
nor2_1	109	105
ha_1	112	108
fa_1	14	14
inv_1	88	88
nor3_1	19	16
clkdlybuf4s50_1	0	27
nand2_1	47	46
o21ai_0	53	47
buf_4	1	53
a211oi_1	11	11
a22oi_1	13	12
a21o_1	31	31
## area by class of cell
type               count  area share
multi-input cells    661       0.801
repair buffers        87       0.119
inverters             91      0.0539
well taps            136      0.0268
## where the power goes
group          leakage [nW]  internal [mW]  switching [mW]  total [mW]
Clock                     0              0               0           0
Combinational          3.15          0.195           0.236       0.430
Sequential                0              0               0           0
## what timing repair did
item | 4_1_cts | 5_1_grt
resized | 2 | 43
hold buffers | 0 | 0
gates cloned | 0 | 0
hold endpoints to repair | 0 | 0
pin swaps | 0 | 8
setup endpoints to repair | 2 | 4
setup buffers | 0 | 6
Power figures rest on the tool's default switching activity, not on a simulated workload.
